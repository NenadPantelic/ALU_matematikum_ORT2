===== flow/config.mk =====
export PLATFORM = sky130hd
export DESIGN_NAME = sabiranje
export DESIGN_NICKNAME = sabiranje
export VERILOG_FILES = /design/flow/design.v
export SDC_FILE = /design/flow/constraint.sdc
export NUM_CORES = 4
export LEC_CHECK = 1
export CORE_AREA = 10 10 70 70
export DIE_AREA = 0 0 80 80

===== flow/constraint.sdc =====
current_design sabiranje

set clk_period 3.8
set clk_io_pct 0.2

create_clock -name clk0 -period $clk_period

set non_clock_inputs [all_inputs -no_clocks]
set_input_delay [expr $clk_period * $clk_io_pct] -clock clk0 $non_clock_inputs
set_output_delay [expr $clk_period * $clk_io_pct] -clock clk0 [all_outputs]

===== flow/design.v =====
`timescale 1ns / 1ps
module sabiranje(input [6:0] a,input [6:0] b,output [6:0] z);
assign z = a+b;
endmodule

===== flow/run.sh =====
#!/bin/bash
# OpenROAD 26Q1-2900-gdf79404cd8, Yosys 0.63+post, stock flow scripts
make -C /OpenROAD-flow-scripts/flow DESIGN_CONFIG=/design/flow/config.mk WORK_HOME=/design/flow/orfs finish

==> impl_metrics.py <==
# Auto-generated metrics
metrics = {
    "synthesis": {
        "syn_area_um2": 270,
        "yosys.stat.chipArea_um2": 270,
        "post_synth_main_logic_family": "adder cells",
        "post_synth_mux_area_share_pct": 0,
        "synth_simple_gate_area_share_pct": 13.4,
        "synth.lib_cells_used.distinct": 19,
        "synth_top_area_share_pct": 27.8,
        "synth_xor_xnor_area_share_pct": 15.7,
        "avgSynthCellArea_um2": 8.19,
        "top_cells_by_area": "ha_1 (28%), xnor2_1 (9.7%), fa_1 (7.4%), xor2_2 (6.0%), a21oi_1 (5.6%)",
        "cell_accounting_for_the_most_synthesized_area": "ha_1",
        "post_synthesis_sequential_area_ratio_pct": 0,
        "ys_sh_adder_pct": 35.2,
        "yosys.area_share.aoi_pct": 30.1,
        "synthesis.instances": 33,
        "synth.yosys.num_cells": 33,
        "synth-warning-count": 0,
    },
    "global_route": {
        "grt.total_usage_pct": 2.82,
        "grt_remaining_overflow": 0,
        "number_of_global_route_vias_before_repair": 351,
        "gr-max-usage-layer": "met1",
        "gr-usage-met1_pct": 4.44,
        "antenna_found_initial": 0,
        "global_route_wire_length_before_repair_mm": 1.55,
        "met3_usage_pct": 1.82,
        "global_route.usage.met2_pct": 3.13,
        "grt_start_max_net_pins": 6,
    },
    "routing": {
        "antennaDiodeCount": 0,
        "route.detailed.wl_per_inst_um": 8.92,
        "drt-total-wl_um": 910,
        "drt_pass1_iterations": 2,
        "detailedRoute.firstIterationViolations": 8,
        "via_count": 316,
        "post_drt_via_cell_ratio": 3.10,
        "drc": 0,
        "antenna_left": 0,
    },
    "critical_path": {
        "start_kind": "input pin",
        "cpPeakStageDelay_ns": 0.52,
        "setup.worst_path.end_class": "output port",
        "cpMostUsedCell": "clkdlybuf4s50_1",
        "timing_worst_setup_path_type": "in -> out",
        "critical_path.startpoint": "a[0]",
        "crit_required_ns": 3.04,
        "critical-path-slowest-cell": "clkdlybuf4s50_1",
        "worstPathCellList": "clkdlybuf4s50_1, ha_1, inv_1, fa_2, nor2b_4, o31a_1, buf_4, a311oi_1, clkdlybuf4s50_1",
        "critical_path_fanout_max": 2,
        "arrival_ns": 2.92,
    },
    "pwr": {
        "netSwitchingPower_mw": 0.0267,
        "cellInternalPower_mw": 0.0547,
        "clockPowerShare_pct": 0,
        "swShare_pct": 32.8,
        "power.density_mw_per_mm2": 147,
        "peakVddDrop_v": 0.0000663,
        "leakagePower_nw": 0.220,
        "combPwrFrac_pct": 100.0,
        "seqPwrFrac_pct": 0,
    },
    "min_path": {
        "hp-start": "b[0]",
        "holdCritPathClass": "in -> out",
        "worstHoldPathCells": 3,
    },
    "timing": {
        "unrepaired_setup_endpoints_after_global_routing": "no",
        "hold_viol_final": 0,
        "worst_slew_pin_slew_ns": 0.246,
        "final-setup-viol-count": 0,
        "slew-limit-headroom_pct": 83.5,
        "setup_ws_ns": 0.115,
        "fin_tns_setup_ns": 0,
        "max_freq_mhz": 271,
        "fraction_of_the_cycle_the_final_worst_path_needs_pct": 97.0,
        "finalWorstPathRequiredPeriod_ns": 3.68,
        "timing_max_transition_violations_final": 0,
    },
    "placed_design": {
        "finalWeightedCongestion": 0.750,
        "placed_cells": 102,
        "place.detailed.hpwl_um": 819,
        "port_buffers": 21,
        "place_worst_setup_slack_ns": 0.0562,
    },
    "floorplan": {
        "core_area_mm2": 0.00342,
        "rows": 21,
        "floorplan.io_pins": 21,
        "floorplan.die_area_mm2": 0.00640,
        "floorplanUtilization_pct": 7.91,
        "chipWidth_um": 80,
        "vertical_extent_of_the_die_um": 80,
    },
    "final_layout": {
        "final-seq-area_um2": 0,
        "synthToLayoutAreaGrowth_pct": 106,
        "fin_cells": 102,
        "clkbuf_count": 0,
        "final_layout_size_suffix_gt1_share_pct": 8.93,
        "final_cell_mix": "clkdlybuf4s50_1 (21), ha_1 (6), inv_1 (4), a21oi_1 (3), xnor2_1 (3)",
        "mostFrequentLayoutCell": "clkdlybuf4s50_1",
        "layout.sequential_cells": 0,
        "fillCellCount": 401,
    },
    "flow_run": {
        "timing.max_cap.violations": 0,
        "tool_warnings": 32,
    },
    "status": {
        "result_of_the_run": "completed",
    },
}
cells by family after synthesis:
family	count (synthesis)
adder cells (fa/ha/maj)	7
buffers and inverters	4
AND/OR/NAND/NOR	6
XOR/XNOR	4
AND-OR/OR-AND	12
cell usage after synthesis, drive strengths merged:
cell type and count:
o32ai 1, ha 6, o21ai 2, o31a 1, xor2 1, a21o 1, a311oi 1, a211oi 1
xnor2 3, a21oi 3, o21a 1, fa 1, inv 4, o21bai 1, or3 1, nand2 2
nor2 1, nand3 1, nor2b 1
area by class of cell:
| cell class | instances | area (µm²) | area share (%) |
|---|---|---|---|
| inverters | 4 | 15.0 | 2.70 |
| multi-input cells | 29 | 258 | 46.4 |
| well taps | 46 | 57.6 | 10.4 |
| repair buffers | 23 | 225 | 40.5 |
power by group through the flow:
stage | clock network (mW) | logic [mW] | registers (mW)
final | 0 | 0.0814 | 0
after CTS | 0 | 0.0826 | 0
after global routing | 0 | 0.0921 | 0
repair_timing:
action / 4_1_cts / 5_1_grt
endpoints found under the setup margin: 0 / 1
setup buffers: 0 / 0
resized: 0 / 1
hold endpoints to repair: 0 / 0
hold buffers: 0 / 0
layer usage:
metal / part of all wire (%) / vias up
met5: 0 / -
li1: - / 168
met1: 58 / 127
met4: 0 / 0
met3: 21 / 0
met2: 20 / 21
path summary, 6_finish.rpt:
check	to	slack, ns
min	z[0]	2.56
max	z[6]	0.12
worst max-delay path, delay by kind of cell:
family          cells  cell delay, ns
compound gates      2            0.53
fa+ha+maj           2            0.45
buf+inv             4            1.13
simple gates        1            0.05
metrics by stage:
stage	area (µm²)	util [%]	hold slack [ns]	power, mW
final	556	16.3	2.56	0.0814
after global routing	556	16.3	2.60	0.0921
after CTS	553	16.2	2.56	0.0826
after global placement	553	16.2	2.55	0.0809
after detailed placement	553	16.2	2.55	0.0815
after floorplan	270	-	1.59	0.0316
Power is estimated from default activity; no workload was simulated.
