<file path="config.mk">
export PLATFORM = sky130hd
export DESIGN_NAME = matematikum
export DESIGN_NICKNAME = matematikum
export VERILOG_FILES = /design/flow/design.v
export SDC_FILE = /design/flow/constraint.sdc
export NUM_CORES = 4
export LEC_CHECK = 1
export CORE_UTILIZATION = 40
</file>
<file path="constraint.sdc">
current_design matematikum

set clk_period 8.5
set clk_io_pct 0.2

create_clock -name clk0 -period $clk_period [get_ports {button}]
create_clock -name clk1 -period $clk_period [get_ports {clk}]

set non_clock_inputs [all_inputs -no_clocks]
set_input_delay [expr $clk_period * $clk_io_pct] -clock clk0 $non_clock_inputs
set_output_delay [expr $clk_period * $clk_io_pct] -clock clk0 [all_outputs]
</file>
<file path="design.v">
`timescale 1ns / 1ps
module matematikum(
input add,
input sub,
input revert,
input [3:0] button ,
input clk,
input rst,
output reg [6:0] segment ,
output reg [3:0] an 
    );
reg overflow_1 = 0;
reg overflow_2 = 0;	 
reg [14:0] counter;
reg [1:0] display;
reg [3:0] x1;
reg [3:0] y1;
reg [3:0] x2;
reg [3:0] y2;
reg [3:0] a = 0 ;
reg [3:0] b = 0;
reg [3:0] c = 0;
reg [3:0] d  = 0;
reg [3:0] over_1;
reg [3:0] over_2;
reg [3:0] p = 0,q = 0,r = 0,s = 0,loan = 0;
reg borrowed = 0;
reg [3:0] p1 = 0,q1 = 0,r1 = 0,s1 = 0,loan1 = 0;
reg borrowed1 = 0;
reg [3:0] x1_,y1_,x2_,y2_;
reg [3:0] val;
always @(posedge clk)
begin
if (counter < 15'b111111111111111)
	counter <= counter + 1;
else if (rst == 1)
	counter <= 15'b000000000000000;
else
		counter <= 15'b000000000000000;
end
always @(*)
   display <= counter[14:13];
always @(posedge button[0])
	if (y2 < 4'b1001) 
		y2 <= y2+1;
always @(posedge button[1])
	if (y1 < 4'b1001) 
		y1 <= y1+1;
always @(posedge button[2])
	if (x2 < 4'b1001) 
		x2 <= x2+1;
always @(posedge button[3])
	if (x1 < 4'b1001) 
		x1 <= x1+1;
always @(*)
begin
overflow_1 <= (x2+y2)>9 ? 1:0;
over_1 <= (x2+y2)>9 ? 10:0;
overflow_2 <= (x1+y1+overflow_1)>9 ? 1:0;
over_2 <= (x1+y1+overflow_1) > 9 ? 10:0;
end
always @(*)
begin
	x2_ <= y2;
	x1_ <= y1;
	y2_ <= x2;
	y1_ <= x1;
end
always @(*)
begin
loan1<= (x2_< y2_) ? 10:0;
borrowed1 <= (x2_< y2_) ? 1:0;
end
always @(*)
	begin
s1 <= loan1+x2_-y2_;
r1 <= x1_-y1_-borrowed1;
end
always @(*)
begin
loan<= (x2<y2) ? 10:0;
borrowed <= (x2<y2) ? 1:0;
end
always @(*)
	begin
s <= loan+x2-y2;
r <= x1-y1-borrowed;
end
always @(*)
begin
d <= x2+y2-over_1;
c <= x1+y1+overflow_1-over_2;
b<= overflow_2;
end
always @(*)
begin	
if (~add & ~sub)
	case(display)
   2'b00 : 
    begin
	  val <= y2;
     an <= 4'b1110;
    end
   2'b01:
    begin
	  val <= y1;
     an <= 4'b1101;
    end
   2'b10:
    begin
     val <= x2 ; 
     an <= 4'b1011;
    end
   2'b11:
    begin
     val <= x1; 
     an <= 4'b0111;
    end
  endcase
 else if (add)
case(display)
   2'b00 : 
    begin
	  val <= d;
     an <= 4'b1110;
    end
   2'b01:
    begin
	  val <= c;
     an <= 4'b1101;
    end
   2'b10:
    begin
     val <= b ; 
     an <= 4'b1011;
    end  
   2'b11:
    begin
     val <= a; 
     an <= 4'b0111;
    end
  endcase	
else if (sub & ~revert)
case(display)
   2'b00 : 
    begin
	  val <= s;
     an <= 4'b1110;
    end
   2'b01:
    begin
	  val <= r;
     an <= 4'b1101;
    end
   2'b10:
    begin
     val <= q ; 
     an <= 4'b1011;
    end  
   2'b11:
    begin
     val <= p; 
     an <= 4'b0111;
    end
  endcase	
  else if (sub & revert)
case(display)
   2'b00 : 
    begin
	  val <= s1;
     an <= 4'b1110;
    end
   2'b01:
    begin
	  val <= r1;
     an <= 4'b1101;
    end
   2'b10:
    begin
     val <= 10 ; 
     an <= 4'b1011;
    end  
   2'b11:
    begin
     val <= p1; 
     an <= 4'b0111;
    end
  endcase	
end
always @(*)
 begin
  case(val)
   4'b0000 : segment = 7'b1000000;  
   4'b0001 : segment = 7'b1111001;  
   4'b0010 : segment = 7'b0100100;  
   4'b0011 : segment = 7'b0110000;  
   4'b0100 : segment = 7'b0011001;  
   4'b0101 : segment = 7'b0010010;  
   4'b0110 : segment = 7'b0000010;  
   4'b0111 : segment = 7'b1111000;  
   4'b1000 : segment = 7'b0000000;  
   4'b1001 : segment = 7'b0010000;  
	4'b1010:segment = 7'b0111111;
	default: segment = 7'b0000000;
	endcase
end
endmodule
</file>
<file path="run.sh">
#!/bin/bash
# OpenROAD 26Q1-2900-gdf79404cd8, Yosys 0.63+post, stock flow scripts
make -C /OpenROAD-flow-scripts/flow DESIGN_CONFIG=/design/flow/config.mk WORK_HOME=/design/flow/orfs finish
</file>
==> run notes <==
impl run done, here's what came out: Setup TNS 0 ps, post-layout util 47.5%, TritonRoute pass-1 iters 4, Critical path buffers and inverters 4, Post-CTS Hold Buffers 0, layout cells sized above 1 8.56%, drt wl/cell around 13 um, Top FF cell, synth edfxtp_1, DR WL met2 2710 um, Clock Skew 4.17 ps, Fin. Hold Viols 0, YS chip area 0.00319 mm2, ys flops 39, Final Max Tran Viols 0, commonest cells after routing, fill and taps aside ha_1, inv_1, xnor2_1, Starting Density 41.3%, total power 371 uW, HP Class reg -> reg, antenna violations before repair 0, cell total in the yosys stat output 333, critical path's top delay family adder cells, GP Congestion ~0.88, OpenROAD warnings 129, WS Path Type reg -> out, ant diodes 0, total congestion overflow 0, Clock Pin Slew Worst Setup and Hold Paths around 50 ps, CP required 6800 ps, Slew @ Worst Pin 644 ps, CP startpoint kind register, DRT antenna net count 0, register pins left without a clock 8, Slew headroom about 57%, yosys warns 1, total number of vias 2267, CTS tree built, Final setup violation count 0, chip area 0.00835 mm2, Max-Cap Viols 0, highest metal used met4, peak supply drop 0.113 mV, most numerous logic cell after layout ha_1, status completed, number of distinct standard cells referenced by the synthesized netlist 51, synthesized area per cell 9.59 um2, Cells after Synth 333, Post-Syn Area 0.00319 mm2, largest net degree at the start of global routing 17, WP data arrival 6350 ps, ys async rst share 0%, 1st-iter DRT viols 65, RSZ-0062 raised after global routing no, DRC 0, row cnt 32, port bufs 14, DR WL met3 336 um, Core Area 0.00773 mm2, first-pass GRT wire length about 11000 um, Die H 91.4 um, Crit. End Element output pin, PD cells 101 mW/mm2, met1 WL around 2900 um, vias per cell 4.89, crit path max-delay cell type edfxtp_1, IO Count 20, Slowest Stage Delay on Critical Path 490 ps, endpoints left unconstrained 8, cells along the critical path inv_1, ha_1, and3b_1, o21ai_0, a21oi_2, or2_2, fa_1, fa_1, xor2_1, o22ai_1, o21ai_2, fa_1, ha_1, mux2_2, o22ai_1, dlxtn_1, inv_1, ha_1, inv_1, o21ai_0, o21a_1, clkdlybuf4s50_1, post-DP HPWL 4700 um, Post-synth EDFFs 16, Global Route Usage Sum between 10% and 20%, Syn-to-layout area delta 14.8%, vias in the first global route 2342, CP max FO 8, die width 91.4 um, Post-Route WL 5980 um, leakage 0.00168 uW
-- Yosys cell counts, types with 2 or more instances --
cell type / instances / area (um2)
nand3_1: 12 / 60.1
o21ai_1: 2 / 10.0
a31oi_1: 3 / 18.8
fa_1: 13 / 260
nand2b_1: 5 / 31.3
o22ai_1: 4 / 25.0
and3_1: 3 / 18.8
a21o_1: 3 / 22.5
buf_2: 4 / 20.0
clkbuf_1: 4 / 15.0
or3_1: 2 / 12.5
ha_1: 46 / 576
edfxtp_1: 16 / 480
inv_1: 39 / 146
buf_4: 2 / 15.0
xor2_1: 16 / 140
nor2_1: 23 / 86.3
nand2_1: 15 / 56.3
mux4_2: 4 / 90.1
dlxtn_1: 8 / 120
o21ai_0: 18 / 90.1
mux2i_1: 6 / 60.1
xnor2_1: 25 / 219
nor3_1: 2 / 10.0
o221ai_1: 2 / 17.5
nor2b_1: 5 / 31.3
mux2_2: 2 / 22.5
a21oi_1: 12 / 60.1
dfxtp_1: 15 / 300
-- power breakdown --
| group | switching (uW) | internal, uW | leakage (uW) |
|---|---|---|---|
| Clock | 46.3 | 152 | 0.000109 |
| Sequential | 0.919 | 159 | 0.000369 |
| Combinational | 5.55 | 7.07 | 0.00120 |
-- repair_timing --
action,4_1_cts,5_1_grt
setup endpoints to repair,0,1
gates resized,0,0
buffers inserted,0,3
-- cell families after synthesis --
| kind of cell | synth area share (%) |
|---|---|
| AND/OR/NAND/NOR | 12.1 |
| adder cells (fa/ha/maj) | 26.2 |
| AND-OR/OR-AND | 10.5 |
| buffers and inverters | 6.27 |
| XOR/XNOR | 11.2 |
| flip-flops | 24.4 |
| multiplexers | 5.41 |
| latches | 3.76 |
| other | 0.117 |
-- sequential cells by signal (all words and copies together), names as in the netlist --
name and cells:
x2 4, val 4, y2 4, an 4
x1 4, counter 15, y1 4
-- per-layer routing --
layer  GRT usage [%]  vias to the layer above
met3            4.85                        8
met1            24.3                     1043
met2            25.5                       48
met4            3.04                        0
met5               0                        -
li1                -                     1168
-- stage by stage --
stage | setup WS [ps] | instance area, um2 | hold WS (ps) | cells
final | 448 | 3670 | 424 | 464
after global routing | 11.8 | 3670 | 479 | 464
after CTS | 319 | 3640 | 427 | 461
after detailed placement | 549 | 3430 | 414 | 445
after global placement | 636 | 3430 | 399 | 445
after floorplan | 1660 | 3220 | 383 | 340
-- final timing paths --
path | from | end | slack (ps) | cells past startpoint
min in group clk0 | y2[3]$_DFFE_PN_ | y2[3]$_DFFE_PN_ | 710 | 1
worst min-delay path | counter[0]$_SDFF_PP0_ | counter[0]$_SDFF_PP0_ | 420 | 1
worst max register to register | y1[1]$_DFFE_PN_ | y1[3]$_DFFE_PN_ | 6580 | 4
worst max-delay path | x2[2]$_DFFE_PN_ | segment[4] | 450 | 22
worst min register to register | counter[0]$_SDFF_PP0_ | counter[0]$_SDFF_PP0_ | 420 | 1
max in group clk1 | counter[0]$_SDFF_PP0_ | counter[12]$_SDFF_PP0_ | 6900 | 7
-- final cells by class --
type | instances | area (um2)
fill | 724 | 4060
inverter | 39 | 146
clock buffer | 16 | 210
sequential | 39 | 901
timing repair buffer | 17 | 163
multi-input combinational | 251 | 2120
tap | 102 | 128
No activity file was given, so power comes from the tool's default toggle rates.
